`/design/flow/run.sh`:
```
#!/bin/bash
# OpenROAD 26Q1-2900-gdf79404cd8, Yosys 0.63+post, stock flow scripts
make -C /OpenROAD-flow-scripts/flow DESIGN_CONFIG=/design/flow/config.mk WORK_HOME=/design/flow/orfs finish
```
`/design/flow/config.mk`:
```
export PLATFORM = sky130hd
export DESIGN_NAME = CPLD
export DESIGN_NICKNAME = CPLD
export VERILOG_FILES = /design/flow/design.v
export SDC_FILE = /design/flow/constraint.sdc
export NUM_CORES = 4
export LEC_CHECK = 1
export CORE_UTILIZATION = 50
```
`/design/flow/constraint.sdc`:
```
current_design CPLD

set clk_period 7.3
set clk_io_pct 0.2

create_clock -name clk0 -period $clk_period [get_ports {clk}]

set non_clock_inputs [all_inputs -no_clocks]
set_input_delay [expr $clk_period * $clk_io_pct] -clock clk0 $non_clock_inputs
set_output_delay [expr $clk_period * $clk_io_pct] -clock clk0 [all_outputs]
```
`/design/flow/design.v`:
```
`default_nettype none
module CPLD(
	input cpld_rst,
	input POR,
	input A12,
	input rw,
	input opreq,
	input wrp,
	input m_io,
	input d_c,
	output sense,
	input clk,
	inout [7:0] dbus,
	output bus_dir,
	output lvl_shift_enb,
	output reg NES_clk,
	output reg NES_latch,
	input NES_data,
	output reg SPI_csb,
	input SPI_si,
	output reg SPI_sck,
	output reg SPI_so,
	output reg [14:0] VRAM_addr,
	inout [7:0] VRAM_data,
	output reg VRAM_web,
	output VRAM_oeb,
	output reg DISP_stb,
	output DISP_clk,
	output DISP_oeb,
	output reg [3:0] DISP_addr,
	output RAM_ceb,
	output RAM_oeb,
	output RAM_web,
	output A13,
	output A14,
	output LED
);
assign RAM_ceb = !m_io;
assign RAM_oeb = !(!rw && m_io);
assign RAM_web = !(rw && m_io && !wrp);
reg [19:0] timer;
reg [7:0] timer2;
reg vram_page;
reg [1:0] lowpage;
reg [1:0] page;
wire nA12 = ~A12;
assign A13 = (A12 & page[0]) | (nA12 & lowpage[0]);
assign A14 = (A12 & page[1]) | (nA12 & lowpage[1]);
reg LED_latch;
assign LED = LED_latch;
reg [7:0] spi_outbuff;
reg [7:0] spi_inbuff;
reg [4:0] spi_step;
wire spi_active = spi_step != 0;
reg [2:0] frame_count = 0;
reg [5:0] column_pos = 0;
reg [3:0] cycle = 0;
reg [5:0] disp_dout;
reg disp_bright = 0;
reg [14:0] write_addr = 0;
reg [7:0] write_data = 0;
reg write_pending = 0;
reg write_busy = 0;
assign sense = write_busy | write_pending | spi_active;
wire [14:0] vram_addr_1 = {3'b000, vram_page, 1'b0, DISP_addr, column_pos};
wire [14:0] vram_addr_2 = {3'b000, vram_page, 1'b1, DISP_addr, column_pos};
wire pix_red = frame_count < VRAM_data[7:5];
wire pix_green = frame_count < VRAM_data[4:2];
wire pix_blue = frame_count[2:1] < VRAM_data[1:0];
assign VRAM_oeb = ~(cycle < 3);
assign VRAM_data = VRAM_oeb ? (write_busy && cycle > 4 ? write_data : {2'b00, disp_dout}) : 8'hzz;
assign DISP_clk = cycle == 4;
assign DISP_oeb = ~(cycle > 4 && column_pos == 0);
wire last_line = column_pos == 6'h3F;
wire [7:0] status = {page, disp_bright, LED_latch, write_busy | write_pending, NES_data, SPI_csb, spi_active};
reg [2:0] io_addr = 0;
reg [7:0] io_readval_d;
always @(*) begin
	case(io_addr)
		default: io_readval_d = status;
		1: io_readval_d = timer2;
		2: io_readval_d = spi_inbuff;
	endcase
end
wire io_read = !m_io && !rw;
wire io_write = !m_io && rw && wrp;
assign bus_dir = io_read;
assign dbus = io_read ? io_readval_d : 8'hzz;
assign lvl_shift_enb = !POR;
always @(posedge clk) begin
	if(!POR) begin
		page <= 2'b00;
		lowpage <= 2'b00;
		timer <= 0;
		timer2 <= 0;
		SPI_csb <= 1'b1;
		disp_bright <= 1'b0;
		spi_step <= 0;
		LED_latch <= 1'b0;
		NES_clk <= 1'b0;
		NES_latch <= 1'b0;
	end else begin
		timer <= timer + 1;
		if(timer == 750000) begin
			timer2 <= timer2 + 1;
			timer <= 0;
		end
		if(io_write) begin
			if(d_c) begin
				case(io_addr)
					0: begin
						page <= dbus[1:0];
						lowpage <= dbus[3:2];
					end
					1: write_addr <= write_addr + dbus;
					2: vram_page <= dbus[0];
					3: begin
						spi_step <= 1;
						spi_outbuff <= dbus;
					end
					4: begin
						SPI_csb <= dbus[0];
						NES_clk <= dbus[1];
						NES_latch <= dbus[2];
						LED_latch <= dbus[4];
						disp_bright <= dbus[5];
					end
					5: begin
						write_addr[7:0] <= dbus;
						io_addr <= 6;
					end
					6: begin
						write_addr[14:8] <= dbus[6:0];
						io_addr <= 7;
					end
					7: begin
						write_data <= dbus;
						write_pending <= 1'b1;
					end
				endcase
			end else begin
				io_addr <= dbus[2:0];
			end
		end
		if(spi_active) begin
			spi_step <= spi_step == 5'b10001 ? 5'h00 : spi_step + 1;
			if(spi_step[0]) begin
				SPI_sck <= 1'b0;
				SPI_so <= spi_outbuff[7];
				spi_outbuff <= {spi_outbuff[6:0], 1'b0};
			end else begin
				SPI_sck <= 1'b1;
				spi_inbuff <= {spi_inbuff[6:0], SPI_si};
			end
		end
		DISP_stb <= 1'b0;
		VRAM_web <= 1'b1;
		cycle <= cycle + 1;
		case(cycle)
			0: begin
				VRAM_addr <= vram_addr_1;
				write_busy <= write_pending;
			end
			1: begin
				VRAM_addr <= vram_addr_2;
				disp_dout[2:0] <= {pix_green, pix_blue, pix_red};
			end
			2: begin
				disp_dout[5:3] <= {pix_green, pix_blue, pix_red};
			end
			4: begin
				column_pos <= column_pos + 1;
				if(last_line || write_busy) begin
					DISP_stb <= last_line;
					cycle <= disp_bright && last_line ? 9 : 13;
					VRAM_addr <= write_addr;
				end else begin
					cycle <= 1'b0;
				end
			end
			13: begin
				if(write_busy) begin
					VRAM_web <= 1'b0;
				end
			end
			15: begin
				write_busy <= 1'b0;
				if(write_busy) begin
					write_addr <= write_addr + 1;
					write_pending <= 1'b0;
				end
				if(column_pos == 0) begin
					DISP_addr <= DISP_addr + 1;
					if(DISP_addr == 4'hF) begin
						frame_count <= frame_count + 1;
					end
				end
			end
		endcase
	end
end
endmodule
```
==> metrics.sh <==
FLOORPLAN.ROWS=42
YOSYSUNIQUECELLTYPES=65
YOSYS_WARNINGS=3
YOSYSTOPAREACELLSHARE=0.378
CTS.SINK_COUNT=129
YS_TOP_CELLS_BY_COUNT='87 x sky130_fd_sc_hd__edfxtp_1, 79 x sky130_fd_sc_hd__nor2_1, 78 x sky130_fd_sc_hd__nand2_1'
CTSLONGESTPATHBUFFERS=2
GPL.FINAL_WEIGHTED_CONGESTION=0.889
SYN_AREA_PER_CELL_SQ_UM=9.94
NETLIST_AREA_SQ_MM=0.00691
STOP_STAGE='clock tree synthesis'
POST-PLACE-WS_NS=3.10
SYNTH_AREA_LEADER_CELL='sky130_fd_sc_hd__edfxtp_1'
FP.DIEW_UM=120
POST_SYNTH_AO_OA_AREA_FRACTION=0.126
CTS_MADE_BUFFERS=17
SYNTH.CELLMIX.SIMPLESHARE=0.193
YOSYSCHIPAREA_SQ_MM=0.00691
SYNTH.YOSYS.NUM_CELLS=695
IOS=65
SYNTH.YOSYS.SEQ_AREA_SHARE=0.500
CLK_ROOT_BUFFER_CELL='sky130_fd_sc_hd__clkbuf_16'
MUX_AREA_FRAC=0.0404
NETLIST_LOGIC_FAMILY_TOP='simple AND/OR/NAND/NOR gates'
AREA_FRACTION_IN_XOR_AND_XNOR_CELLS=0.0507
RUN_STATUS='aborted with a tool error'
ENABLE_FLOP_CELLS=87
FIRST_ERROR_LINE_IN_THE_LOG='[error] [KeplerFormal.cpp:679] Workflow failed: Iso has multiple drivers: .dbus1, place57.X0'
INITCOREUTIL=0.517
SYNTHARSTFLOPSHARE=0
CTS_RESIZED=0
HTREE_NUM_LEVELS=4
MOST_COMMON_CELL='sky130_fd_sc_hd__edfxtp_1'
POSTSYNTHCELLCOUNT=695
TOPCELLSBYAREA='sky130_fd_sc_hd__edfxtp_1 38%, sky130_fd_sc_hd__dfxtp_1 12%, sky130_fd_sc_hd__ha_1 5.3%'
DP_HPWL_MM=10.7
CTS_HOLD_BUF=0
POST_SYNTH_FA_HA_MAJ_AREA_FRACTION=0.0554
POST-CTS-SETUP-BUFFER-COUNT=0
DIE-HEIGHT_UM=120
FF_TYPE='sky130_fd_sc_hd__edfxtp_1'
PORT-BUFFER-COUNT=46
YS.FLOPS=129
[metrics by stage]
stage | std cells | utilization | cell area (sq um)
3_5_place_dp | 900 | 0.565 | 7550
3_3_place_gp | 900 | 0.565 | 7550
2_1_floorplan | 695 | - | 6910
[kinds of logic after synthesis]
family,Yosys count
fa+ha+maj,30
xor+xnor,40
buf+inv,57
compound gates,138
mux,27
flops,129
simple gates,274
